### flow/design.v
`timescale 1ns / 1ps
module score(
		input clk,
		input p1_point,
		input p2_point,
		input rst,
		output reg [3:0] score_1,
		output reg [3:0] score_2
    );
		always @(posedge clk) begin
			if (rst) begin
				score_1 <= 0;
				score_2 <= 0;
			end
			if (p1_point) begin
				score_1 <= score_1 + 1;
			end
			else if (p2_point) begin
				score_2 <= score_2 + 1;
			end
		end
endmodule
### flow/run.sh
#!/bin/bash
# OpenROAD 26Q1-2900-gdf79404cd8, Yosys 0.63+post, stock flow scripts
make -C /OpenROAD-flow-scripts/flow DESIGN_CONFIG=/design/flow/config.mk WORK_HOME=/design/flow/orfs finish
### flow/config.mk
export PLATFORM = sky130hd
export DESIGN_NAME = score
export DESIGN_NICKNAME = score
export VERILOG_FILES = /design/flow/design.v
export SDC_FILE = /design/flow/constraint.sdc
export NUM_CORES = 4
export LEC_CHECK = 1
export CORE_AREA = 10 10 70 70
export DIE_AREA = 0 0 80 80
### flow/constraint.sdc
current_design score

set clk_period 1.2
set clk_io_pct 0.2

create_clock -name clk0 -period $clk_period [get_ports {clk}]

set non_clock_inputs [all_inputs -no_clocks]
set_input_delay [expr $clk_period * $clk_io_pct] -clock clk0 $non_clock_inputs
set_output_delay [expr $clk_period * $clk_io_pct] -clock clk0 [all_outputs]
==> metrics.cfg <==
[worst_setup_path]
path_cells = buf_6 > ha_4 > xor2_2 > and2_1
cpMaxStageDelayCell = edfxtp_1
r2r-end = score_1[2]$_SDFFCE_PN0P_
crit_family = flip-flops
rrSetupSlack_ps = -20
path_max_fanout = 2
crit_arrival_ps = 1230
r2r_start = score_1[0]$_SDFFCE_PN0P_
critPathLaunchType = flop
critical_path_buf_inv_count = 1
cp.required_ps = 1210
cp-end-kind = flop
path_class = flop to flop
r2r_cells = 4
max_stage_delay_ps = 420

[cells_and_area]
drive_gt1_frac = 0.450
flop_area_um2 = 208
final_area_um2 = 711
syn2layout_area_growth_pct = 78.1
lay_top_cells = 11 x buf_4, 7 x dlygate4sd2_1, 4 x edfxtp_1
final_util = 0.208
final_cells = 106
comb_area_um2 = 224
mostFrequentLayoutCell = buf_4
fillers = 382

[worst_hold_path]
min_to = score_2[3]$_DFF_P_
hold_depth = 2
hp-class = flop to flop
min-delay-start = score_2[3]$_DFF_P_

[timing]
period_needed_ps = 1220
setup_slack_ps = -23.4
worstMarginPinSlew_ps = 158
hold_violations = 0
rsz0062_at_grt = yes
max_freq_mhz = 817
final-setup-viol-count = 1
fin_skew_ps = 1.99
maxSlewViolCount = 0
slew-limit-headroom = 0.895
timing.setup.tns_ps = -23.4
finalCritPeriodShare = 1.02

[synthesis]
yosys_warnings = 1
numSynthFlops = 8
ys_types = 17
postSynthSeqShare = 0.502
syn_area_um2 = 399
synth.avg_cell_area_um2 = 12.1
yosysCellCount = 33
syn_inst = 33
ys_chip_area_um2 = 399

[job]
drv_cap = 0
warnings = 27

[placed_design]
io_buffers = 11
dp_hpwl_um = 660
gp_congestion = 0.784
placed_cell_area_um2 = 604
post-place-cells = 95

[floorplanning]
fp.dieH_um = 80
fp_util = 0.117
dieArea_um2 = 6400
placementRows = 21
ios = 12
die_w_um = 80
core_area_um2 = 3420

[global_routing]
grt_util_all_layers = 0.0329
grt_max_degree = 6
grt_pass1_vias = 376
grt_pass1_wl_mm = 1.69
antenna_found_initial = 0
grt-ovfl-total = 0

[cts]
clk_latency_ps = 250
max-clock-path-buffers = 2
cts_buffers = 3
cts-root-buf = clkbuf_4
cts_tree = built
h-tree-depth = 1
holdBufCountCts = 0
path_clk_slew_ps = 60
cts.sinks = 8

[power_and_ir_drop]
switchingPower_mw = 0.174
netSwitchingFraction = 0.238
max-vdd-ir-drop_uv = 549
power.leakage_nw = 0.307
power_density_nw_per_um2 = 1030
clkPwrFrac = 0.307
pwr-share-comb = 0.242
seq_power_share = 0.451
p_int_mw = 0.558

[routing]
via_count = 343
drc = 0
dr.first_iter.drc_count = 8
wl_per_cell_um = 8.95
firstDrtPassIters = 4
drt-total-wl_um = 949
antenna_cells_inserted = 0
drt-vias-per-instance = 3.24
postRouteAntennaNets = 0

[outcome]
status = finished with violations
failed_checks = negative setup slack

==> registers in the layout, indices dropped and copies added (netlist names) <==
signal / cells
score_2: 4
score_1: 4
==> worst reg2reg max path: cells and delay by family, from the launching register on <==
| kind | cells | cell delay (ps) |
|---|---|---|
| simple gates | 1 | 130 |
| fa+ha+maj | 1 | 150 |
| flops | 1 | 420 |
| xor+xnor | 1 | 140 |
| buf+inv | 1 | 150 |
==> cell type report <==
class / instances / area share
multi-input cells: 25 / 0.315
flip-flops and latches: 8 / 0.292
well taps: 46 / 0.0810
repair buffers: 23 / 0.275
clock buffers: 4 / 0.0370
==> how the worst max path moves through the flow <==
| stage | start | to | slack [ps] | depth (start not counted) |
|---|---|---|---|---|
| final | score_1[0]$_SDFFCE_PN0P_ | score_1[2]$_SDFFCE_PN0P_ | -20 | 4 |
| after global routing | score_1[0]$_SDFFCE_PN0P_ | score_1[2]$_SDFFCE_PN0P_ | -60 | 4 |
| after CTS | score_1[0]$_SDFFCE_PN0P_ | score_1[2]$_SDFFCE_PN0P_ | -3 | 4 |
==> synthesized netlist by cell type <==
cell type | count | area, um2
nor2b_2 | 1 | 8.76
nand3_1 | 4 | 20.0
nand3b_1 | 3 | 22.5
xor2_1 | 1 | 8.76
dfxtp_1 | 4 | 80.1
and2_1 | 3 | 18.8
edfxtp_1 | 4 | 120
nor2b_1 | 1 | 6.26
ha_1 | 2 | 25.0
nand2_1 | 3 | 11.3
mux2_4 | 1 | 15.0
nand2b_4 | 1 | 13.8
mux2i_4 | 1 | 22.5
o21ai_1 | 1 | 5.00
or3_1 | 1 | 6.26
or2_2 | 1 | 6.26
xnor2_1 | 1 | 8.76
==> through the flow <==
step,power (mW),hold slack (ps),setup slack (ps)
6_report,0.732,511,-23.4
4_1_cts,0.735,506,-2.70
2_1_floorplan,0.386,398,80.7
3_3_place_gp,0.470,505,-206
3_5_place_dp,0.472,502,-220
5_1_grt,0.793,536,-59.3
==> logic make-up after synthesis <==
logic type      share of synthesized area
compound gates                     0.0125
xor+xnor                           0.0439
fa+ha+maj                          0.0627
flops                               0.502
mux                                0.0940
simple gates                        0.285
==> power groups by stage <==
| stage | clock network [mW] | registers [mW] | logic (mW) |
|---|---|---|---|
| finish | 0.225 | 0.330 | 0.177 |
| CTS | 0.234 | 0.330 | 0.171 |
| global route | 0.260 | 0.333 | 0.201 |
==> metal layers <==
| layer | vias to the layer above | wire (um) | share of wire | GRT usage |
|---|---|---|---|---|
| li1 | 171 | - | - | - |
| met1 | 159 | 511 | 0.54 | 0.0435 |
| met5 | - | 0 | 0 | 0 |
| met4 | 0 | 0 | 0 | 0.00176 |
| met3 | 0 | 114 | 0.12 | 0.0239 |
| met2 | 13 | 322 | 0.34 | 0.0441 |
==> timing repair <==
| action | 4_1_cts | 5_1_grt |
|---|---|---|
| pin swaps | 1 | 0 |
| gates resized | 17 | 2 |
| setup endpoints to repair | 9 | 4 |
| buffers inserted | 7 | 0 |
Power figures rest on the tool's default switching activity, not on a simulated workload.
